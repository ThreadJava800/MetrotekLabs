$ cat /design/flow/design.v
module bit_population_counter #(
    parameter int WIDTH = 32
) (
  input  logic                     clk_i,
  input  logic                     srst_i,
  input  logic [ WIDTH - 1 :0]     data_i,
  input  logic                     data_val_i,
  output logic [ $clog2(WIDTH) :0] data_o,
  output logic                     data_val_o
);
logic [$clog2(WIDTH) :0] bit_cnt;
always_ff @( posedge clk_i )
  begin
    if ( srst_i )
      data_val_o <= 1'b0;
    else
      data_val_o <= data_val_i;
  end
always_ff @( posedge clk_i )
  data_o <= bit_cnt;
always_comb 
  begin
    bit_cnt = ( $clog2(WIDTH) )'(0);
    for ( int i = 0; i < WIDTH; i++ )
      begin
        if ( data_i[i] == 1'b1 )
          bit_cnt = bit_cnt + ( $clog2(WIDTH) )'( 1 );
      end
  end
endmodule
$ cat /design/flow/run.sh
#!/bin/bash
# OpenROAD 26Q1-2900-gdf79404cd8, Yosys 0.63+post, stock flow scripts
make -C /OpenROAD-flow-scripts/flow DESIGN_CONFIG=/design/flow/config.mk WORK_HOME=/design/flow/orfs finish
$ cat /design/flow/config.mk
export PLATFORM = sky130hd
export DESIGN_NAME = bit_population_counter
export DESIGN_NICKNAME = bit_population_counter
export VERILOG_FILES = /design/flow/design.v
export SDC_FILE = /design/flow/constraint.sdc
export NUM_CORES = 4
export LEC_CHECK = 1
export CORE_AREA = 10 10 110 110
export DIE_AREA = 0 0 120 120
$ cat /design/flow/constraint.sdc
current_design bit_population_counter

set clk_period 17.0
set clk_io_pct 0.2

create_clock -name clk0 -period $clk_period [get_ports {clk_i}]

set non_clock_inputs [all_inputs -no_clocks]
set_input_delay [expr $clk_period * $clk_io_pct] -clock clk0 $non_clock_inputs
set_output_delay [expr $clk_period * $clk_io_pct] -clock clk0 [all_outputs]
==> impl_metrics.env <==
# implementation run metrics
export IMPL_tightest_slew_ns=0.821
export IMPL_die_area_um2=14400
export IMPL_aoi_share_pct=19.6
export IMPL_avgSynthCellArea_um2=7.36
export IMPL_final_max_slew_viol_count=0
export IMPL_layout_top_cell="buf_4"
export IMPL_cts_inserted_buffers=3
export IMPL_edf_count=0
export IMPL_initCoreUtil_pct=53.5
export IMPL_first_pass_iters=4
export IMPL_syn_cell_area_um2=5230
export IMPL_hold_viol_final=0
export IMPL_max_clock_freq_ghz=0.0584
export IMPL_cp_depth=86
export IMPL_tritoncts="done"
export IMPL_cts_htree_levels=1
export IMPL_vias=5420
export IMPL_place_worst_setup_slack_ns=-0.986
export IMPL_num_rows=36
export IMPL_violations="negative setup slack"
export IMPL_maxCapViolations=0
export IMPL_area_leaders="xnor2_1 (15%), ha_1 (7.9%), xor2_1 (7.2%), nand2_1 (6.5%), xnor3_1 (3.9%)"
export IMPL_ys_chip_area_um2=5230
export IMPL_seqCellArea_um2=140
export IMPL_end_kind="flip-flop"
export IMPL_finalCriticalPeriod_ns=17.13
export IMPL_routed_wl_mm=13.1
export IMPL_final_util_pct=74.8
export IMPL_yosys_warnings=1
export IMPL_tool_warnings=32
export IMPL_cpMaxStageDelayCell="ha_1"
export IMPL_clock_sinks=7
export IMPL_nFillCells=661
export IMPL_avgViaCountPerCell=5.50
export IMPL_synth_async_reset_ratio_pct=0
export IMPL_status="finished with violations"
export IMPL_critical_path_top_delay_family="adder cells"
export IMPL_syn_instance_count=711
export IMPL_globalRouteTotalUtil_pct=17.3
export IMPL_rsz0062_at_grt="true"
export IMPL_clock_path_buffers=2
export IMPL_crit_required_ns=17.15
export IMPL_synth_flops=7
export IMPL_min_path_type="primary input to flip-flop"
export IMPL_grt_max_degree=18
export IMPL_synth_main_ff_cell="dfxtp_1"
export IMPL_grt_antenna_before_repair=0
export IMPL_cts_root_buf="clkbuf_8"
export IMPL_worstPathArrival_ns=17.29
export IMPL_grt_overflow_total=0
export IMPL_fin_crit_sh_pct=101
export IMPL_worstSetupPathType="primary input to flip-flop"
export IMPL_drtAntennaViolNets=0
export IMPL_grt_pass1_vias=4982
export IMPL_ys_top_logic_family="XOR/XNOR gates"
export IMPL_slowest_delay_ns=0.35
export IMPL_simple_gate_area_share_pct=26.2
export IMPL_fin_area_um2=7310
export IMPL_layout_top_cells_excl_fill_tap="buf_4 (129), nand2_1 (85), xnor2_1 (75)"
export IMPL_placed_area_um2=6490
export IMPL_drc=0
export IMPL_synth_seq_share_pct=2.68
export IMPL_post_synth_top_area_fraction_pct=14.9
export IMPL_setup_viol=1
export IMPL_diodes=0
export IMPL_coreArea_um2=9770
export IMPL_synth_xor_area_share_pct=33.6
export IMPL_die_y_um=120
export IMPL_mux_area_share_pct=4.66
export IMPL_slew_headroom_pct=44.9
export IMPL_drt_iter0_drc=296
export IMPL_synthToLayoutAreaGrowth_pct=39.7
export IMPL_port_buffers=41
export IMPL_cp_max_fo=3
export IMPL_fin_ws_ns=-0.135
export IMPL_hpwl_mm=9.90
export IMPL_adder_share_pct=7.89
export IMPL_place_congestion=0.874
export IMPL_wire_per_inst_um=13.3
export IMPL_critPathLaunchType="primary input"
export IMPL_comb_area_um2=5400
export IMPL_cts_clk_slew_worst_paths_ns=0.04
export IMPL_ios=42
export IMPL_synthDistinctLibCells=79
export IMPL_yosys_area_top_type="xnor2_1"
export IMPL_grt_pass1_wl_mm=22.1
export IMPL_yosys_cells=711
export IMPL_min_path_cells=2
export IMPL_drive_above_1_share_pct=30.8
export IMPL_fp_dieW_um=120
export IMPL_cp_num_buf_inv=5
-- area by class of cell --
class | instances | area share, %
clock buffers | 4 | 0.616
inverters | 29 | 1.59
multi-input cells | 637 | 73.8
flip-flops and latches | 7 | 1.92
well taps | 133 | 2.28
repair buffers | 175 | 19.8
-- final timing paths --
| check | start | end | slack (ns) |
|---|---|---|---|
| worst max-delay path | data_i[1] | data_o[5] | -0.13 |
| worst min-delay path | data_val_i | data_val_o | 3.74 |
-- through the flow --
step,setup TNS [ns],hold WS (ns),std cells
after floorplan,0,3.47,711
after global placement,-3.41,3.95,943
after detailed placement,-3.63,3.96,943
after CTS,-0.143,3.73,976
after global routing,-3.22,3.76,985
final,-0.135,3.74,985
-- synthesized netlist by cell type (9+ instances only) --
library cell   n
mux2_2         9
a31oi_1       12
o21ai_0       26
nand2_1       90
inv_1         29
o31ai_1        9
xnor3_1        9
xnor2_1       89
nand2b_1      16
a21oi_1       30
nor2_1        53
mux2i_1       12
and3_1        10
ha_1          33
xor2_1        43
nor3_1        13
clkbuf_1      26
nand3_1       33
-- timing repair --
item	4_1_cts	5_1_grt
pin swaps	22	69
resized	30	71
endpoints found under the hold margin	0	0
setup buffers	29	12
hold buffers	0	0
setup endpoints to repair	5	5
-- registers in the layout (all words and copies together) (netlist names) --
| register | count |
|---|---|
| data_val_o | 1 |
| data_o | 6 |
-- kinds of logic (layout without fill, tap and decap cells) --
family                     count (synthesis)  count (layout)
and+or+nand+nor                          274             274
xor gates and xnor gates                 160             160
AOI/OAI and AO/OA                        148             148
buffers and inverters                     67             208
adders and majority gates                 33              33
muxes                                     22              22
DFF                                        7               7
-- layer usage --
| layer | part of all wire, % | track usage (%) |
|---|---|---|
| met1 | 50 | 24.3 |
| met2 | 48 | 30.7 |
| met3 | 2.2 | 0.952 |
| met4 | 0 | 0.0754 |
| met5 | 0 | 0 |
