## config.mk

```make
export PLATFORM = sky130hd
export DESIGN_NAME = priority_encoder
export DESIGN_NICKNAME = priority_encoder
export VERILOG_FILES = /design/flow/design.v
export SDC_FILE = /design/flow/constraint.sdc
export NUM_CORES = 4
export LEC_CHECK = 1
export CORE_UTILIZATION = 40
```

## constraint.sdc

```tcl
current_design priority_encoder

set clk_period 10.2
set clk_io_pct 0.2

create_clock -name clk0 -period $clk_period [get_ports {clk_i}]

set non_clock_inputs [all_inputs -no_clocks]
set_input_delay [expr $clk_period * $clk_io_pct] -clock clk0 $non_clock_inputs
set_output_delay [expr $clk_period * $clk_io_pct] -clock clk0 [all_outputs]
```

## design.v

```verilog
module priority_encoder #(
    parameter int WIDTH = 32
) (
  input  logic                 clk_i,
  input  logic                 srst_i,
  input  logic [ WIDTH - 1 :0] data_i,
  input  logic                 data_val_i,
  output logic [ WIDTH - 1 :0] data_left_o,
  output logic [ WIDTH - 1 :0] data_right_o,
  output logic                 data_val_o
);
logic [ WIDTH - 1 :0] data_left;
logic                 left_val;
logic [ WIDTH - 1 :0] data_right;
logic                 right_val;
always_ff @( posedge clk_i )
  begin
    if ( srst_i )
      data_val_o <= 1'b0;
    else
      data_val_o <= data_val_i;
  end
always_ff @( posedge clk_i )
  data_left_o <= data_left;
always_ff @( posedge clk_i )
  data_right_o <= data_right;
always_comb 
  begin
    data_right = ( WIDTH )'(0);
    right_val  = 1'b0;
    for ( int i = 0; i < WIDTH; i++ )
      begin
        if ( right_val )
          data_right[i] = 1'b0;
        else
          data_right[i] = data_i[i];
        if ( data_i[i] == 1'b1 )
          right_val = 1'b1;
      end
  end
always_comb
  begin
    data_left = ( WIDTH )'(0);
    left_val  = 1'b0;
    for ( int i = WIDTH - 1; i >= 0; i-- )
      begin
        if ( left_val )
          data_left[i] = 1'b0;
        else
          data_left[i] = data_i[i];
        if ( data_i[i] == 1'b1 )
          left_val = 1'b1;
      end
  end
endmodule
```

## run.sh

```bash
#!/bin/bash
# OpenROAD 26Q1-2900-gdf79404cd8, Yosys 0.63+post, stock flow scripts
make -C /OpenROAD-flow-scripts/flow DESIGN_CONFIG=/design/flow/config.mk WORK_HOME=/design/flow/orfs finish
```

==> reports/metrics.sh <==
WORST-PATH-MAX-FANOUT=20
FILLERINSTANCES=441
CLOCK_TREE.ROOT_CELL='sky130_fd_sc_hd__clkbuf_8'
FINAL_HOLD_VIOL_COUNT=0
SLEW_VIOLATIONS=0
WORST_SETUP_HOLD_PATH_CLK_SLEW_PS=60
FLOORPLAN.DIE.WIDTH_UM=76.1
SEQUENTIAL_CELL_AREA_MM2=0.00130
CRITPATHCAPTURETYPE='register'
OVERFLOW=0
CP_CELL_SEQUENCE='clkdlybuf4s50_1, nor4_4, nand4_2, nor4_1'
INITIAL_UTILIZATION=0.422
FP.DIEH_UM=76.1
SWITCHING_SHARE=0.207
TIMING.CRITICAL_PATH.FROM_TYPE='primary input'
ROUTED_LENGTH_PER_INSTANCE_UM=12.6
CTS_REPAIR_RESIZE_COUNT=0
TOP_LEVEL_PORTS=100
MAXCLOCKFREQUENCY_MHz=266
GRT_START_MAX_NET_PINS=23
CELL_INTERNAL_PWR_mW=0.399
PORT-BUFFER-COUNT=99
CRIT_TYPE='primary input to register'
YS_CHIP_AREA_MM2=0.00220
CLOCK-SINKS=65
ANTENNADIODECOUNT=0
CP_SLOWEST_STAGE_DELAY_PS=520
YS_FF=65
SEQPWRFRAC=0.509
MOST-COMMON-LAYOUT-CELLS='99 x sky130_fd_sc_hd__clkdlybuf4s50_1, 65 x sky130_fd_sc_hd__dfxtp_1, 17 x sky130_fd_sc_hd__nor4_1'
P_TOTAL_mW=0.503
CTS.PATH.MAX_BUFFERS=2
MAXSLEWHEADROOM=0.464
TIMING_WORST_SLEW_PIN_VALUE_PS=802
YOSYS-STAT-CELLS=198
VDD_IR_DROP_MAX_uV=113
FINAL_LAYOUT_SIZE_SUFFIX_GT1_FRAC=0.105
MULTIINPUTGATEAREA_UM2=820
CP_SLOWEST_CELL='sky130_fd_sc_hd__clkdlybuf4s50_1'
TIMING.CRITICAL_PATH.ARRIVAL_PS=3970
CTS_SETUP_BUFFERS=0
POWER.DENSITY_CELL_AREA_mW_PER_MM2=147
AVERAGE_SIZE_OF_A_MAPPED_CELL_UM2=11.1
YOSYS.STAT.SEQSHARE=0.593
TOOL_WARNINGS=26
NUMBER_OF_GLOBAL_ROUTE_VIAS_BEFORE_REPAIR=1582
SYNTH_CELL_TYPES=27
SYNTHTOPCELLSBYAREA='sky130_fd_sc_hd__dfxtp_1 59%, sky130_fd_sc_hd__nor4_1 4.8%, sky130_fd_sc_hd__nor4_4 4.8%'
GRT_SETUP_UNREPAIRED='no'
SWITCHING_POWER_mW=0.104
FLIP_FLOPS_WITH_A_BUILT_IN_ENABLE=0
CTS_INSERTED_BUFFERS=9
TOP_CELL_AREA_SHARE=0.593
FINAL_COMMON_CELL='sky130_fd_sc_hd__clkdlybuf4s50_1'
GRT_FIRST_PASS_WIRELENGTH_UM=7690
CTS_TREE='done'
YOSYSTOPAREACELL='sky130_fd_sc_hd__dfxtp_1'
FIRSTDRTPASSITERS=4
DIE_AREA_MM2=0.00579
SETUP_TOTAL_NEGATIVE_SLACK_PS=0
SYN_INST=198
YOSYS_WARNINGS=1
POST-ROUTE-PERIOD-UTIL=0.368
DETAIL_ROUTE.DRC_VIOLATIONS=0
GRT.TOTAL_USAGE=0.170
NUM_VIAS=1787
ANTENNA_VIOLATING_NETS_LEFT=0
PLACE_HPWL_UM=3340
GLOBALPLACE.CONGESTION=0.808
COMB_POWER_SHARE=0.070
SYNTHFLOPTYPE='sky130_fd_sc_hd__dfxtp_1'
LEAKAGEPOWER_nW=1.21
SYN-CELL-AREA_MM2=0.00220
WIRELENGTH_UM=4720
FLOORPLAN.ROWS=26
REQUIRED_TIME_REPORTED_FOR_THE_CRITICAL_PATH_ENDPOINT_PS=10420
SETUP-VIOLATIONS-FINAL=0
PLACEABLECOREAREA_MM2=0.00520
CTS_MAX_LEVEL=3
HOLD_BUFFERS=0
CLKPWRFRAC=0.421
ANTENNA_FOUND_INITIAL=0
TIMING.HOLD.WORST.CLASS='primary input to register'
SYNTH-ASYNC-RESET-RATIO=0
FINALWORSTPATHREQUIREDPERIOD_PS=3750
DRV_CAP=0
DRT_ITER0_DRC=75
OUTCOME='complete, no violations'
AVGVIACOUNTPERCELL=4.77
AREA_GROWTH_PCT=56.3
-- sequential cells by signal, indices dropped and copies added (netlist names) --
signal and cells:
data_right_o 32, data_val_o 1, data_left_o 32
-- cells in the mapped netlist (5+ instances only) --
cell / n
sky130_fd_sc_hd__dfxtp_1: 65
sky130_fd_sc_hd__inv_1: 10
sky130_fd_sc_hd__nand2_1: 14
sky130_fd_sc_hd__nand3_1: 5
sky130_fd_sc_hd__nand3b_1: 6
sky130_fd_sc_hd__nor2_1: 14
sky130_fd_sc_hd__nor3_1: 12
sky130_fd_sc_hd__nor3_2: 10
sky130_fd_sc_hd__nor3b_1: 6
sky130_fd_sc_hd__nor4_1: 17
sky130_fd_sc_hd__nor4_4: 5
-- layout make-up --
class | count | share of cell area
Clock inverter | 3 | 0.0117
Tap cell | 70 | 0.0255
Inverter | 10 | 0.0109
Sequential cell | 65 | 0.379
Multi-Input combinational cell | 116 | 0.239
Timing Repair Buffer | 99 | 0.289
Clock buffer | 12 | 0.0452
-- power by group through the flow --
stage | Combinational, mW | Sequential [mW] | Clock (mW)
global route | 0.0384 | 0.256 | 0.229
finish | 0.0354 | 0.256 | 0.212
CTS | 0.0355 | 0.256 | 0.218
-- critical path, delay by kind of cell --
kind | cells | cell delay (ps)
buf+inv | 1 | 520
simple gates | 3 | 1400
-- stage by stage --
| step | instance area (um2) | hold WS [ps] | setup slack (ps) | cells | utilization |
|---|---|---|---|---|---|
| after floorplan | 2200 | 2070 | 7140 | 198 | - |
| after global placement | 3240 | 2560 | 6150 | 360 | 0.622 |
| after detailed placement | 3240 | 2570 | 6110 | 360 | 0.622 |
| after CTS | 3430 | 2220 | 6430 | 375 | 0.659 |
| after global routing | 3430 | 2230 | 6260 | 375 | 0.659 |
| final | 3430 | 2240 | 6450 | 375 | 0.659 |
-- layer usage --
| metal | wire length, um | share of wire | global-route usage |
|---|---|---|---|
| met5 | 0 | 0 | 0 |
| met4 | 78 | 0.017 | 0.0327 |
| met3 | 383 | 0.081 | 0.0462 |
| met2 | 1980 | 0.42 | 0.247 |
| met1 | 2270 | 0.48 | 0.265 |
-- kinds of logic after synthesis --
logic type	after synthesis	synth area share
buffers and inverters	17	0.0342
DFF	65	0.593
and+or+nand+nor	116	0.373
-- worst paths after layout --
check,from,end,slack [ps],depth (start not counted)
min,srst_i,data_val_o$_SDFF_PP0_,2240,2
max,data_i[23],data_left_o[15]$_SDFF_PP0_,6450,4
Power and IR drop assume default switching activity.
