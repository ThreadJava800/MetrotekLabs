==> /design/flow/design.v <==
module serializer #(
  parameter DATA_W = 5'd16
) (
  input  logic                              clk_i,
  input  logic                              srst_i,
  input  logic [( DATA_W - 1 ):0]           data_i,
  input  logic [( $clog2(DATA_W) - 1 ):0 ]  data_mod_i,
  input  logic                              data_val_i,
  output logic                              ser_data_o,
  output logic                              ser_data_val_o,
  output logic                              busy_o 
);
logic [( $clog2(DATA_W)     ):0] num_cnt;
logic [( $clog2(DATA_W) - 1 ):0] data_mod_cpy;
logic [( DATA_W - 1 ):0]         data_cpy;
bit finished;
bit prev_finished;
bit first_symb;
always_comb
  begin
    if ( data_val_i )
      first_symb = data_i[15];
    else
      first_symb = 1'b0;
  end
always_comb 
  begin
    if ( data_val_i )
      begin
        if ( ( data_mod_i == 4'd1 ) || ( data_mod_i == 4'd2 ) )
          finished = 1'b1;
        else
          finished = 1'b0;
      end
    else if ( ( num_cnt == data_mod_cpy + 1'b1 ) )
      finished = 1'b1;
    else
      begin
        if ( busy_o )
          finished = 1'b0;
        else
          finished = 1'b1;
      end
  end
always_ff @( posedge clk_i )
  begin
    if ( srst_i )
      data_mod_cpy <= 4'd0;
    else
      begin
        if ( !finished && prev_finished )
          begin
            if ( data_mod_i == 0 )
              data_mod_cpy <= 4'd15;
            else
              data_mod_cpy <= data_mod_i - 1'b1;
          end
      end
  end
always_ff @( posedge clk_i )
  begin
    if ( srst_i )
      data_cpy <= 16'd0;
    else
      begin
        if ( !finished && prev_finished )
          data_cpy <= data_i;
      end
  end
always_ff @( posedge clk_i )
  prev_finished <= finished;  
always_ff @( posedge clk_i )
  begin
    if ( srst_i )
      ser_data_o <= 1'b0;
    else
      begin
        if ( finished )
          ser_data_o <= 1'b0;
        else
          if ( num_cnt == 5'd0 )
            ser_data_o <= first_symb;
          else
            ser_data_o <= data_cpy[DATA_W - 1 - num_cnt];
      end
  end
always_ff @( posedge clk_i )
  begin
    if ( srst_i )
      ser_data_val_o <= 1'b0;
    else
      begin
        if ( finished )
          ser_data_val_o <= 1'b0;
        else
          ser_data_val_o <= 1'b1;
      end
  end
always_ff @( posedge clk_i )
  begin
    if ( srst_i )
      busy_o <= 1'b0;
    else
      begin
        if ( finished )
          busy_o <= 1'b0;
        else
          busy_o <= 1'b1;
      end
  end
always_ff @( posedge clk_i )
  begin
    if ( srst_i )
       num_cnt <= 4'b0;
    else
      begin
        if ( finished )
          num_cnt <= 4'b0;
        else
          num_cnt <= num_cnt + 1'b1;
      end
  end
endmodule
==> /design/flow/run.sh <==
#!/bin/bash
# OpenROAD 26Q1-2900-gdf79404cd8, Yosys 0.63+post, stock flow scripts
make -C /OpenROAD-flow-scripts/flow DESIGN_CONFIG=/design/flow/config.mk WORK_HOME=/design/flow/orfs finish
==> /design/flow/config.mk <==
export PLATFORM = sky130hd
export DESIGN_NAME = serializer
export DESIGN_NICKNAME = serializer
export VERILOG_FILES = /design/flow/design.v
export SDC_FILE = /design/flow/constraint.sdc
export NUM_CORES = 4
export LEC_CHECK = 1
export CORE_AREA = 10 10 109 109
export DIE_AREA = 0 0 119 119
==> /design/flow/constraint.sdc <==
current_design serializer

set clk_period 8.2
set clk_io_pct 0.2

create_clock -name clk0 -period $clk_period [get_ports {clk_i}]

set non_clock_inputs [all_inputs -no_clocks]
set_input_delay [expr $clk_period * $clk_io_pct] -clock clk0 $non_clock_inputs
set_output_delay [expr $clk_period * $clk_io_pct] -clock clk0 [all_outputs]
==> results.txt <==
Implementation progress

The share of flip-flops with an asynchronous set or reset stands at 0%. The residual overflow from global routing stands at 0. The synthesized netlist was found by Yosys to have around 170 cells.

The total via count in the routed design stands at approximately 1100. The floorplan row count stands at 36. The summed negative setup slack over all endpoints stands at 0 ns.

The iteration tally of the first detailed-router pass stands at 4. The height of the chip stands at approximately 120 um. The number of H-tree levels stands at 1. Setup repair after global routing left no endpoint under its margin. The number of instances in the synthesized netlist stands at 165. After routing the design area is a little over 2000 um2. The overall die size recorded for this design is around 14000 um2.

The clock period minus final worst setup slack stands at about 3.6 ns. The effective utilization at floorplan stands at approximately 17%. The worst setup path is of the in2reg kind. Nets still carrying antenna violations after routing amount to 0. The min-delay analysis places its worst path in the category reg2reg. The end-of-flow timing check tallies setup violations at 0. The critical path runs through a total of 9 cells. From synthesis to final layout, the design area changed by 25.8%.

The number of gates given a new drive strength after cts stands at 0. The worst setup path is captured at a flop. After detailed placement, the design holds a cell count of 314. Counting along the longest clock path gives a buffer depth of 2. The fraction of synthesized cell area in xor and xnor cells stands at around 4.3%. The area of the core stands at ~9600 um2. The adder and majority gate portion of the synthesized area stands at approximately 5.4%.

On the final layout, the worst clock skew is approximately 0.0017 ns. After legalization and detailed placement, the total HPWL measured around 2400 um. The number of global-route vias before repair is between 1000 and 1500. The first-pass GRT wire length stands at around 5400 um.

The buffer-and-inverter tally for the worst setup path stands at 3. Summing the sequential cell areas from Yosys gives about a third of the chip area. Dividing the final minimum period by the clock period gives 43.4%. Yosys mapped a number of flops with a built-in enable equal to 0.

After the first detailed-routing iteration, the DRC count stood at 29. Clock latency on the worst-skew pair, taken at its later pin, is 0.27 ns. The flow ran to the end, and the final reports show no timing, DRC or antenna violations. For reference, the final report shows the max-slew violation count at 0. The pin closest to its max-slew limit shows a slew of about 0.46 ns. The count of pins on the block boundary stands at 26.

The final weighted congestion in routability-driven placement stands at 0.800. The largest stage delay on the critical path stands at just over 0.5 ns. Data on the critical path arrives at its endpoint at roughly 3.7 ns.

The cell sequence reported for the critical path is clkdlybuf4s50_1 -> inv_1 -> ha_1 -> nor2_1 -> nand3b_1 -> and3_1 -> a21boi_2 -> buf_4 -> mux2_1. Counting only logic cells after layout, the most numerous master is nand2b_1. The worst setup path is launched from a primary input.

The final instance count without filler cells stands at between 300 and 400. After clock tree synthesis, the setup repair step added 0 buffers. The max-capacitance violation count stands at 0.

On the critical path the largest part of the delay comes from buffers and inverters. The post-detailed-placement cell area stands at 1990 um2. Global routing used between 4 and 5% of the available tracks across all layers.

The static leakage stands at between 0.7 and 0.8 nW. The report puts the cell count of the worst reg-to-reg path at 7. The maximum achievable frequency stands at between 200 and 300 MHz. Per the synth stats, the flop cell with the highest instance count is dfxtp_1. The die is 119 um wide. The number of design rule violations left after detail routing stands at 0. The most common logic cells in the final layout are 32 x nand2b_1, 28 x dfxtp_1, 25 x clkdlybuf4s50_1, 16 x mux2i_1.

The power per unit of standard cell area stands at roughly 160 nW/um2. The slowest stage of the critical path belongs to the cell clkdlybuf4s50_1. In the hold timing report, the worst path depth is 2. The post-synthesis share of cell area spent on and, or, nand and nor gates stands at 26.8%. The clock-pin slew of the registers on the worst-case setup and hold paths stands at approximately 0.09 ns. The repair_antennas step left the layout with diodes totalling 0. The OpenROAD warning count stands at 29. Buffers inserted during clock tree synthesis total 3. The clock sink count stands at 28. The maximum fanout along the worst path stands at 17. The fraction of layout instances using a drive strength above 1 stands at slightly above 9%. By area, the combinational part of the netlist is dominated by simple AND/OR/NAND/NOR gates. The area of the mapped netlist stands at 1620 um2. The vias per cell stands at about 3.5. The number of antenna violations at the first check in global routing is 0. A synthesized cell averages approximately 9.8 um2. The share of synthesized area spent on multiplexers stands at 18.2%.

For this sky-water flow run, the detailed-routed wirelength per cell is reported as 10.1 um. The largest vdd supply drop stands at ~0.078 mV. The AND-OR/OR-AND share of the synthesized area stands at 5.63%. The maximum number of pins on one net before global-route repair stands at roughly 47. Buffers placed on the I/O ports in this run total 25. The total wirelength of the detailed-routed design stands at roughly 3200 um.

Data on the critical path is required at its endpoint by between 8 and 9 ns. Counting the warning lines in the Yosys log gives 1. The count of distinct cell types in the synthesized netlist stands at 38.

In this run, post-CTS hold repair placed 0 buffers. Clock tree synthesis selected as its root buffer the cell clkbuf_8. The number of synthesized register bits stands at 28. TritonCTS built the clock tree. The final timing report lists a hold violation count of 0.

Post-synthesis, Yosys gives the total cell area as 1620 um2. The worst slew margin relative to its limit stands at 69.1%.
-- synthesized netlist by cell type (2+ instances only) --
library cell	instances	area share (%)
ha_1	7	5.4
inv_1	4	0.92
buf_6	3	2.1
mux2_1	4	2.8
a21oi_1	5	1.5
dfxtp_1	28	35
nor2b_1	6	2.3
xor2_1	5	2.7
xnor2_1	3	1.6
nor3b_1	2	0.92
mux4_2	4	5.6
nand2_1	4	0.92
nor3_1	5	1.5
clkbuf_1	6	1.4
nor2_1	7	1.6
mux2i_1	16	9.9
nand2b_1	32	12
nand3_1	4	1.2
-- registers in the layout (all words and copies together) (netlist names) --
name and cells:
data_cpy 16, num_cnt 5, data_mod_cpy 4, prev_finished 1, ser_data_o 1, ser_data_val_o 1
-- through the flow --
stage                     total power (W)  hold WS [ns]  setup WS (ns)  utilization [%]
after floorplan                  0.000230         0.445           5.07                -
after global placement           0.000253         0.455           4.40             20.6
after detailed placement         0.000254         0.462           4.37             20.6
after CTS                        0.000338         0.479           4.64             21.2
after global routing             0.000355         0.494           4.52             21.2
final                            0.000335         0.474           4.64             21.2
-- power by group --
group / switching [W] / internal [W]
sequential: 0.0000119 / 0.000152
combinational: 0.0000363 / 0.0000499
clock: 0.0000423 / 0.0000430
total: 0.0000905 / 0.000245
-- routing by layer --
metal | up-vias | GRT usage (%) | wire length [um]
met4 | 0 | 0.229 | 14
met5 | - | 0 | 0
met3 | 2 | 1.82 | 213
met1 | 477 | 6.66 | 1760
li1 | 599 | - | -
met2 | 21 | 6.26 | 1240
-- area by class of cell --
class                   instances  area (um2)
fillers                      1072        7600
inverters                       4        15.0
clock buffers                   4        55.1
repair buffers                 27         265
multi-input cells             122         978
well taps                     133         166
flip-flops and latches         28         561
-- logic make-up (layout without fill, tap and decap cells) --
kind of cell	Yosys count	count (layout)
multiplexers	24	24
adder cells (fa/ha/maj)	7	7
flip-flops	28	28
AND/OR/NAND/NOR	70	70
AND-OR/OR-AND	13	13
XOR/XNOR	8	8
buffers and inverters	15	35
-- worst paths after layout --
kind,to,slack (ns),start
max,data_mod_cpy[1],4.64,data_mod_i[0]
min,data_cpy[2],0.47,data_cpy[2]
max reg2reg,data_mod_cpy[1],6.14,data_mod_cpy[0]
min reg2reg,data_cpy[2],0.47,data_cpy[2]
-- worst min-delay path, cell delays in order, from the launching register on --
cell and delay, ns:
dfxtp_1 0.32, nand2b_1 0.06, mux2i_1 0.05
Power is estimated from default activity; no workload was simulated.
